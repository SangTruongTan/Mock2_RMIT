## /design/flow/design.v

```verilog
module DFFPort(
    PortIn,
    PortOut,
    Clk
);
input [16:0] PortIn;
input Clk;
output reg [16:0] PortOut;
always @ (posedge Clk) begin
    PortOut = PortIn;
end
endmodule
module FourCSA(
    A,
    B,
    Cin,
    S,
    Cout
);
input [7:0] A;
input [7:0] B;
input Cin;
output reg [7:0] S;
output reg Cout;
wire C1;
wire C2;
wire C3;
wire C4;
wire Cin2;
wire Cin3;
TwoRCA RCA_1(.A(A[1:0]),
             .B(B[1:0]),
             .Cin(Cin),
             .S(S[1:0]),
             .Cout(C1));
TwoRCA RCA_2(.A(A[3:2]),
             .B(B[3:2]),
             .Cin(C1),
             .S(S[3:2]),
             .Cout(C2));
SkipAdder skip_1(.A0(A[2]),
                 .A1(A[3]),
                 .B0(B[2]),
                 .B1(B[3]),
                 .C0(C1),
                 .C1(C2),
                 .Cout(Cin2));
TwoRCA RCA_3(.A(A[5:4]),
             .B(B[5:4]),
             .Cin(Cin2),
             .S(S[5:4]),
             .Cout(C3));
SkipAdder skip_2(.A0(A[4]),
                 .A1(A[5]),
                 .B0(B[4]),
                 .B1(B[5]),
                 .C0(Cin2),
                 .C1(C3),
                 .Cout(Cin3));
TwoRCA RCA_4(.A(A[7:6]),
             .B(B[7:6]),
             .Cin(Cin3),
             .S(S[7:6]),
             .Cout(C4));
SkipAdder skip_3(.A0(A[6]),
                 .A1(A[7]),
                 .B0(B[6]),
                 .B1(B[7]),
                 .C0(Cin3),
                 .C1(C4),
                 .Cout(Cout));
endmodule
module SkipAdder(
    A0,
    A1,
    B0,
    B1,
    C0,
    C1,
    Cout
);
input A0;
input A1;
input B0;
input B1;
input C0;
input C1;
output reg Cout;
wire P0;
wire P1;
wire x1;
wire x2;
xor xor_1(P0, A0, B0);
xor xor_2(P1, A1, B1);
and and_1(x1, P0, P1);
and and_2(x2, x1, C0);
or or_1(Cout, x2, C1);
endmodule
module Mock2(
    A,
    B,
    Cin,
    Clk,
    S,
    Cout
);
input [7:0] A;
input [7:0] B;
input Cin;
input Clk;
output reg [7:0] S;
output reg Cout;
wire [16:0] In;
wire [16:0] Out;
wire [7:0] wasteLine;
DFFPort dff_1(.PortIn({Cin, A, B}),
          .PortOut(In),
          .Clk(Clk));
FourCSA csa_1(.A(In[15:8]),
              .B(In[7:0]),
              .Cin(In[16]),
              .S(Out[7:0]),
              .Cout(Out[8]));
DFFPort dff_2(.PortIn(Out),
          .PortOut({wasteLine,Cout, S}),
          .Clk(Clk));
endmodule
module TwoRCA(
    A,
    B,
    Cin,
    S,
    Cout
);
input [1:0] A;
input [1:0] B;
input Cin;
output reg [1:0] S;
output reg Cout;
wire Cout1;
full_adder full1(.a(A[0]),
                 .b(B[0]),
                 .cin(Cin),
                 .sum(S[0]),
                 .cout(Cout1));
full_adder full2(.a(A[1]),
                 .b(B[1]),
                 .cin(Cout1),
                 .sum(S[1]),
                 .cout(Cout));
endmodule
module full_adder(a,b,cin,sum, cout);
input a,b,cin;
output sum, cout;
wire x,y,z;
half_adder h1(.a(a), .b(b), .sum(x), .cout(y));
half_adder h2(.a(x), .b(cin), .sum(sum), .cout(z));
or or_1(cout,z,y);
endmodule
module half_adder( a,b, sum, cout );
input a,b;
output sum, cout;
xor xor_1 (sum,a,b);
and and_1 (cout,a,b);
endmodule
```

## /design/flow/run.sh

```bash
#!/bin/bash
# OpenROAD 26Q1-2900-gdf79404cd8, Yosys 0.63+post, stock flow scripts
make -C /OpenROAD-flow-scripts/flow DESIGN_CONFIG=/design/flow/config.mk WORK_HOME=/design/flow/orfs finish
```

## /design/flow/config.mk

```make
export PLATFORM = sky130hd
export DESIGN_NAME = Mock2
export DESIGN_NICKNAME = Mock2
export VERILOG_FILES = /design/flow/design.v
export SDC_FILE = /design/flow/constraint.sdc
export NUM_CORES = 4
export LEC_CHECK = 1
export CORE_AREA = 10 10 85 85
export DIE_AREA = 0 0 95 95
```

## /design/flow/constraint.sdc

```tcl
current_design Mock2

set clk_period 7.1
set clk_io_pct 0.2

create_clock -name clk0 -period $clk_period [get_ports {Clk}]

set non_clock_inputs [all_inputs -no_clocks]
set_input_delay [expr $clk_period * $clk_io_pct] -clock clk0 $non_clock_inputs
set_output_delay [expr $clk_period * $clk_io_pct] -clock clk0 [all_outputs]
```

==> flow_summary.ini <==
; flow metrics
[run_status]
status = complete, no violations

[global_route]
antenna_found_initial = 0
grt_pass1_wl_um = 2500
busiest_layer = met2
grt_overflow = 0
grt_pass1_vias = 548
grt_use_met1_pct = 3.61
use_met3_pct = 2.08
use_met2_pct = 6.75
grt_max_degree = 14
gr-usage-all-layers_pct = 3.62

[flow_run]
maxCapViolations = 0
warning_count = 31

[floorplan]
chipArea_sq_um = 9030
coreArea_sq_um = 5470
die_w_um = 95
num_io_pins = 27
fp-utilization_pct = 15.6
rows = 27
die_h_um = 95

[synth]
ys_cells = 60
top_logic_kind = adder cells
synth_cell_types = 8
yosysWarnings = 9
numSynthFlops = 26
yosysSeqAreaShare_pct = 61.0
yosys_area_sq_um = 853
adder_share_pct = 27.6
syn_area_per_cell_sq_um = 14.2
syn_inst = 60
simple_gate_share_pct = 4.55
mux_share_pct = 0
syn_area_sq_um = 853
compound_area_share_pct = 1.17
xor_share_pct = 0

[worst_setup_path]
path_class = flip-flop to flip-flop
crit_chain = fa_1, fa_1, fa_1, inv_1, fa_1, nand2_1, fa_1, inv_1, fa_1, nand3_2, and2_2, fa_1, inv_1, fa_1, inv_1, a41o_1
cp-start-kind = flip-flop
critical_path_depth = 16
end_kind = flip-flop
cp_top_family = adder cells
worstPathArrival_ns = 4.26
cpPeakStageDelay_ns = 0.50
slowest_stage = fa_1
reg2reg_depth = 16
crit_buf_inv = 4
cp_common_cell = fa_1
cp_max_fo = 2
worst-r2r-setup-slack_ns = 2.99
required_ns = 7.26

[pwr]
p_per_area_nw_per_um2 = 235
power.total_mw = 0.292
peakVddDrop_uv = 93.7
p_leak_nw = 0.541

[min_path]
whs_path_depth = 1
hold_path.class = flip-flop to flip-flop

[clock_tree]
numCtsBuffers = 3
htreeDepth = 1
ctsHoldBuffers = 0
clkLatencyLatePin_ns = 0.26
cts-resized-gates = 0
cts_tree = done
cts_setup_buffers = 0
cts_root_buf = clkbuf_8
cts_buffer_depth = 2
clkSlewWorstSetupHoldPaths_ns = 0.08
cts.sinks = 26

[placed_design]
gp_congestion = 0.672
io_buffer_count = 26
hpwl_um = 1340
place_inst = 158
pre_cts_ws_ns = 2.94

[timing]
relSlewSlack_pct = 89.5
finClkSkew_ns = 0.00300
max_freq_mhz = 243
rsz0062_at_grt = no
setup_tns_ns = 0
drv_slew = 0
worst_slew_pin_slew_ns = 0.157
setup_viol = 0
post-route-min-period_ns = 4.11
fin_crit_sh_pct = 57.8
fin_ws_ns = 2.99
hold_violations = 0

[finish]
drive_gt1_share_pct = 6.74
syn_to_final_growth_pct = 45.9
final_core_util_pct = 22.7
layout.cells.non_filler = 161

[route]
num_vias = 442
drt_iter0_drc = 4
wirelength_um = 1460
drc = 0
diodes = 0
wire_per_inst_um = 9.06
first_pass_iters = 2
drtAntennaViolNets = 0
via_per_inst = 2.75
[cell usage in the layout, fill, tap and decap left out]
master	instances
inv_1	13
ha_1	6
nand2_1	3
a41o_1	1
clkbuf_8	3
and2_2	1
clkdlybuf4s50_1	26
nand3_2	2
fa_1	8
dfxtp_1	26
[cells in the mapped netlist]
cell | instances | area share [%]
dfxtp_1 | 26 | 61
inv_1 | 13 | 5.7
fa_1 | 8 | 19
ha_1 | 6 | 8.8
nand2_1 | 3 | 1.3
nand3_2 | 2 | 2.3
a41o_1 | 1 | 1.2
and2_2 | 1 | 0.88
[logic make-up (layout without fill, tap and decap cells)]
| kind of cell | Yosys count | after routing |
|---|---|---|
| compound gates | 1 | 1 |
| buf+inv | 13 | 42 |
| flops | 26 | 26 |
| simple gates | 6 | 6 |
| fa+ha+maj | 14 | 14 |
[final timing paths]
kind / start / endpoint
max reg2reg: dff_1.PortOut[16]$_DFF_P_ / dff_2.PortOut[8]$_DFF_P_
min reg2reg: dff_1.PortOut[8]$_DFF_P_ / dff_2.PortOut[0]$_DFF_P_
max: dff_1.PortOut[16]$_DFF_P_ / dff_2.PortOut[8]$_DFF_P_
min: dff_1.PortOut[8]$_DFF_P_ / dff_2.PortOut[0]$_DFF_P_
[per-layer routing]
metal,part of all wire [%],wire (um)
met1,37,534
met2,54,788
met3,9.3,135
met4,0,0
met5,0,0
[final cells by class]
cell class | instances | area [sq um]
multi-input cells | 21 | 284
repair buffers | 26 | 260
clock buffers | 3 | 41.3
well taps | 72 | 90.1
inverters | 13 | 48.8
flip-flops and latches | 26 | 520
fillers | 599 | 4230
[power by group]
part | internal, mW | switching [mW] | leakage (nW) | total [mW]
Sequential | 0.162 | 0.00535 | 0.219 | 0.167
Clock | 0.0378 | 0.0396 | 0.0216 | 0.0774
Combinational | 0.0338 | 0.0138 | 0.300 | 0.0476
Total | 0.233 | 0.0588 | 0.541 | 0.292
[state kept, by name (all words and copies together), names as in the netlist]
| name | flops |
|---|---|
| dff_1.PortOut | 17 |
| dff_2.PortOut | 9 |
[metrics by stage]
stage / instance area, sq um / hold slack, ns
after floorplan: 853 / 0.472
after global placement: 1200 / 0.478
after detailed placement: 1200 / 0.492
after CTS: 1240 / 0.511
after global routing: 1240 / 0.533
final: 1240 / 0.507
Power is estimated from default activity; no workload was simulated.
